$ cat flow/config.mk
export PLATFORM = sky130hd
export DESIGN_NAME = fir_gen
export DESIGN_NICKNAME = fir_gen
export VERILOG_FILES = /design/flow/design.v
export SDC_FILE = /design/flow/constraint.sdc
export NUM_CORES = 4
export LEC_CHECK = 1
export CORE_UTILIZATION = 30
$ cat flow/constraint.sdc
current_design fir_gen

set clk_period 18.8
set clk_io_pct 0.2

create_clock -name clk0 -period $clk_period [get_ports {clk}]

set non_clock_inputs [all_inputs -no_clocks]
set_input_delay [expr $clk_period * $clk_io_pct] -clock clk0 $non_clock_inputs
set_output_delay [expr $clk_period * $clk_io_pct] -clock clk0 [all_outputs]
$ cat flow/design.v
module fir_gen 
#(parameter W1 = 9,  
            W2 = 18,   
            W3 = 19,   
            W4 = 11,   
            L  = 15)   
  (input clk,                      
   input reset,                    
   input Load_x,                   
   input  signed [W1-1:0] x_in,    
   input  signed [W1-1:0] c_in,    
   output signed [W4-1:0] y_out);  
  reg  signed [W1-1:0]  x;
  wire signed [W3-1:0]  y;
  reg  signed [W1-1:0] c [0:14];   
  wire signed [W2-1:0] p [0:14];   
  reg  signed [W3-1:0] a [0:14];   
  always @(posedge clk or posedge reset) 
    begin: Load
    integer k;   
    if (reset) begin   
      for (k=0; k<=L-1; k=k+1) c[k] <= 0;
      x <= 0;
    end else if (! Load_x) begin
      c[14] <= c_in;   
      c[13] <= c[14];  
      c[12] <= c[13];
      c[11] <= c[12];
      c[10] <= c[11];
      c[9] <= c[10];
      c[8] <= c[9];
      c[7] <= c[8];
      c[6] <= c[7];
      c[5] <= c[6];
      c[4] <= c[5];
      c[3] <= c[4];
      c[2] <= c[3];
      c[1] <= c[2];
      c[0] <= c[1];
    end else
      x <= x_in;  
  end
  always @(posedge clk or posedge reset) 
  begin: SOP
    integer k;   
    if (reset)   
      for (k=0; k<=3; k=k+1) a[k] <= 0;
    else begin  
      a[0] <= p[0] + a[1];
      a[1] <= p[1] + a[2];
      a[2] <= p[2] + a[3];
      a[3] <= p[3] + a[4];
      a[4] <= p[4] + a[5];
      a[5] <= p[5] + a[6];
      a[6] <= p[6] + a[7];
      a[7] <= p[7] + a[8];
      a[8] <= p[8] + a[9];
      a[9] <= p[9] + a[10];
      a[10] <= p[10] + a[11];
      a[11] <= p[11] + a[12];
      a[12] <= p[12] + a[13];
      a[13] <= p[13] + a[14];
      a[14] <= p[14];  
    end
  end
  assign y = a[0];
  genvar I;  
  generate
    for (I=0; I<L; I=I+1) begin : MulGen
      assign p[I] = x * c[I];
    end
  endgenerate
  assign y_out = y[W3-1:W3-W4];
endmodule
$ cat flow/run.sh
#!/bin/bash
# OpenROAD 26Q1-2900-gdf79404cd8, Yosys 0.63+post, stock flow scripts
make -C /OpenROAD-flow-scripts/flow DESIGN_CONFIG=/design/flow/config.mk WORK_HOME=/design/flow/orfs finish
==> ci_impl_report.md <==
### Flow metrics

| Metric | Value |
|---|---|
| Post-route DRC violation count | 0 |
| # fillers | 22,800 |
| Warnings, synthesis | 3 |
| CP max FO | 40 |
| Synth async-reset ratio | about half |
| H-tree levels | 2 |
| Crit-path slowest cell | dfrtp_4 |
| Dominant cell area share | a little under two fifths |
| Worst-Margin Slew | between 0.7 and 0.8 ns |
| # hold bufs at CTS | 0 |
| Count of input and output buffers | 31 |
| DR iter-0 viols | between 1,000 and 1,500 |
| Worst slew margin | between 40% and 50% |
| Sink Count | 420 |
| DP Wirelength | approximately 110,000 um |
| CTS resizes | 0 |
| Wire per inst | 14.0 um |
| Critical path's top delay family | adder cells |
| Yosys stat cell total | ~7,100 |
| Synthesized instance count | a little over 7,000 |
| Largest net degree at the start of global routing | 100 |
| Initial antenna violation count | 2 |
| Final Hold Vio Count | 0 |
| Placed instance area | ~73,000 um2 |
| Vias per inst | around 4.4 |
| Worst hold stages | 1 |
| RSZ-0062 raised after global routing | false |
| Ports | 32 |
| CP endpoint kind | flip-flop |
| Max Clk Rate | 148 MHz |
| Tmin final | 6.76 ns |
| EDFF count, synth | 208 |
| Outcome | finished, final reports clean |
| Startpoint types | flip-flop |
| Main flop type after synthesis | dfrtp_1 |
| Syn Area/Cell | approximately 10 um2 |
| Worst Reg2Reg Path Length in Cells | 19 |
| Crit share post-route | around 36% |
| Ratio of cells with drive above 1 in the final layout | 4.28% |
| OpenROAD warnings | 25 |
| Core Footprint | about 230,000 um2 |
| Crit path DAT | between 7 and 8 ns |
| Slowest Stage Delay on Critical Path | around 0.62 ns |
| Die W | ~480 um |
| Row count | approximately 180 |
| Most frequent logic cell in the layout | inv_1 |
| Stages on worst setup path | 19 |
| Final WL | 140,000 um |
| DRT Pass-1 Iters | 5 |
| CP required | just under 20 ns |
| Setup TNS | 0 ns |
| Cell Type Count | a little over 70 |
| Buffer depth of the longest clock path | 3 |
| Crit path top cell by count | fa_1 |
| Max-cap violations | 0 |
| Top cells by area | fa_1, ha_1, inv_1, edfxtp_1, dfrtp_1 |
| Setup violators final | 0 |
| GR Overflow Total | 0 |
| Design area | between 70,000 and 80,000 um2 |
| Top cells excl fill/tap | inv_1, fa_1, nand2_1 |
| GRT Overall Usage | a little over an eighth |
| Worst-skew pair later-pin latency | approximately 0.7 ns |
| DRT antenna net count | 0 |
| CTS clk-pin slew, worst paths | 0.06 ns |
| Synth area leader | fa_1 |
| Worst slack, placed | roughly 11 ns |
| TritonCTS buffer count | 55 |
| Die Size | ~230,000 um2 |
| Reg2reg setup slack | 12.04 ns |
| Vias in the first global route | roughly 49,000 |
| Setup bufs post-CTS | 0 |
| Flops & latches, synth | ~420 |
| Worst Hold Class | flip-flop to flip-flop |
| Cell breakdown of the critical path | buf_4, buf_4, nand2_1, fa_1, inv_1, fa_1, fa_1, fa_1, inv_1, fa_1, inv_1, ha_1, and3_1, a221o_1, a21o_1, a211o_1, a21o_1, a21oi_1, xnor2_1 |
| Seq/Total Area, Yosys | 16.6% |
| WP buf/inv | 5 |
| Via count | approximately 44,000 |
| Synthesis area per yosys | ~70,000 um2 |
| Synthesis-to-finish area growth | 7.54% |
| CTS tree | yes |
| Worst Skew | just under 0.03 ns |
| Global placement routability congestion | 0.866 |
| First-pass GRT wire length | 245,000 um |
| Crit path kind | flip-flop to flip-flop |
| Die Ht | ~480 um |
| Mapped Area | roughly 70,000 um2 |
| Init Core Util | between 30 and 40% |
| Root Buffer | clkbuf_16 |
| Final Slew Violations | 0 |
| Worst setup margin | around 12 ns |
## synthesized netlist by cell type, types with 8 or more instances
library cell and n:
edfxtp_1 208, nor3_1 22, xor2_1 63, clkbuf_1 270, inv_1 1886, nor2_1 210
mux2_2 132, and2_1 413, dfrtp_1 212, nand3_1 20, a21o_1 70, o31ai_1 17
o21ai_0 80, o21a_1 35, xnor2_1 235, nor2b_1 26, o21bai_1 38, a211oi_1 22
fa_1 1287, nand2_1 748, buf_1 12, a31o_2 10, a2111oi_0 8, ha_1 735
a21oi_1 156, and3_1 18, a31oi_1 8, nand2b_1 50, clkinv_1 13
## sequential cells by signal (all words and copies together) (netlist names)
signal / cells
a: 276
c: 135
x: 9
## through the flow
stage	hold slack, ns	cells	utilization, %
2_1_floorplan	0.456	7122	-
3_3_place_gp	0.500	9931	31.7
3_5_place_dp	0.511	9931	31.7
4_1_cts	0.529	10000	32.5
5_1_grt	0.554	10000	32.5
6_report	0.521	10000	32.5
## worst paths after layout
check | start | endpoint
min reg2reg | a[4][0]$_DFFE_PN_ | a[3][0]$_DFF_PP0_
min | a[4][0]$_DFFE_PN_ | a[3][0]$_DFF_PP0_
max in group asynchronous | reset | c[14][6]$_DFFE_PP0N_
min in group asynchronous | reset | a[0][11]$_DFF_PP0_
max reg2reg | x[6]$_DFFE_PP0P_ | a[11][18]$_DFFE_PN_
max | x[6]$_DFFE_PP0P_ | a[11][18]$_DFFE_PN_
## metal layers
metal / up-vias / wire (um) / GRT usage [%]
li1: 21000 / - / -
met1: 22100 / 59700 / 18.0
met2: 1054 / 67300 / 22.0
met3: 143 / 10700 / 4.75
met4: 6 / 2400 / 1.85
met5: - / 105 / 0.306
## worst register-to-register path: stages (launching register included)
cell and delay (ns):
dfrtp_4 0.62, buf_4 0.55, buf_4 0.64, nand2_1 0.19
fa_1 0.56, inv_1 0.06, fa_1 0.56, fa_1 0.43
fa_1 0.50, inv_1 0.05, fa_1 0.47, inv_1 0.04
ha_1 0.32, and3_1 0.23, a221o_1 0.32, a21o_1 0.20
a211o_1 0.31, a21o_1 0.19, a21oi_1 0.20, xnor2_1 0.09
## area by class of cell
cell class	instances	area, um2	area share (%)
clock inverter	32	330	0.442
timing repair buffer	68	614	0.822
multi-input combinational	4518	49800	66.6
antenna	1	2.50	0.00335
tap	3026	3790	5.07
sequential	420	11600	15.5
inverter	1899	7140	9.55
clock buffer	71	1540	2.06
## cell families after synthesis
logic type | share of synthesized area [%]
and+or+nand+nor | 10.4
buffers and inverters | 11.8
muxes | 2.17
adders and majority gates | 50.3
AOI/OAI and AO/OA | 4.95
xor gates and xnor gates | 3.75
DFF | 16.6
